### /design/flow/config.mk
export PLATFORM = sky130hd
export DESIGN_NAME = Bcdadd100_generate
export DESIGN_NICKNAME = Bcdadd100_generate
export VERILOG_FILES = /design/flow/design.v
export SDC_FILE = /design/flow/constraint.sdc
export NUM_CORES = 4
export LEC_CHECK = 1
export CORE_AREA = 10 10 461 461
export DIE_AREA = 0 0 471 471
### /design/flow/constraint.sdc
current_design Bcdadd100_generate

set clk_period 305.5
set clk_io_pct 0.2

create_clock -name clk0 -period $clk_period

set non_clock_inputs [all_inputs -no_clocks]
set_input_delay [expr $clk_period * $clk_io_pct] -clock clk0 $non_clock_inputs
set_output_delay [expr $clk_period * $clk_io_pct] -clock clk0 [all_outputs]
### /design/flow/design.v
`timescale 1ns / 1ps
module Bcdadd100_generate( 
    input [399:0] a, b,
    input cin,
    output cout,
    output [399:0] sum );
    wire [99:1] m_cout;
    genvar i;
    generate
        for (i=0;i<100;i=i+1) begin:bcd
            if (i)
                if (i==99)
                bcd_fadd  u_bcd_fadd (
                    .a                       ( a     [i*4+3:i*4] ),
                    .b                       ( b     [i*4+3:i*4] ),
                    .cin                     (m_cout[99]         ),
                    .cout                    (cout               ),
                    .sum                     ( sum   [i*4+3:i*4] )
                );
                else 
                bcd_fadd  u_bcd_fadd (
                    .a                       ( a     [i*4+3:i*4] ),
                    .b                       ( b     [i*4+3:i*4] ),
                    .cin                     (m_cout    [i]),
                    .cout                    (m_cout  [i+1]  ),
                    .sum                     ( sum   [i*4+3:i*4] )
                );
                else
                bcd_fadd  u_bcd_fadd (
                    .a                       ( a     [3:0] ),
                    .b                       ( b     [3:0] ),
                    .cin                     (cin),
                    .cout                    (m_cout  [1]  ),
                    .sum                     ( sum   [3:0] )
                );
        end
    endgenerate 
endmodule
`timescale 1ns / 1ps
module bcd_fadd (
    input [3:0] a,
    input [3:0] b,
    input     cin,
    output   cout,
    output [3:0] sum );
    assign sum[3:0]=({1'b0,a[3:0]}+{1'b0,b[3:0]}+{3'b000,cin})%4'b1010;
    assign cout=({1'b0,a[3:0]}+{1'b0,b[3:0]}+{3'b000,cin})/4'b1010;
endmodule
### /design/flow/run.sh
#!/bin/bash
# OpenROAD 26Q1-2900-gdf79404cd8, Yosys 0.63+post, stock flow scripts
make -C /OpenROAD-flow-scripts/flow DESIGN_CONFIG=/design/flow/config.mk WORK_HOME=/design/flow/orfs finish
==> qor.log <==
qor: status.outcome finished with violations
qor: status.violations setup timing
qor: global_routing.grtUsageTotal 0.1799
qor: final_timing.slew_violations 0
qor: final_timing.timing.hold.ws 123110 ps
qor: flow_run.log.warning_count 234
qor: finish.final_area 0.07509 mm^2
qor: power_and_ir_drop.p_switching 0.0002523 W
qor: final_timing.grt_setup_unrepaired true
qor: logic_synthesis.yosysChipArea 0.03847 mm^2
qor: setup_path.crit_path_max_incr_delay 540 ps
qor: drt.post_drt_wl_per_cell 19.98 um
qor: floorplanning.die_w 471 um
qor: finish.sequential_cell_area 0 um^2
qor: power_and_ir_drop.power.ir.vdd_worst 0.004569 mV
qor: floorplanning.core_area 0.2023 mm^2
qor: floorplanning.die_height 471 um
qor: drt.detail_route.wirelength 213000 um
qor: setup_path.critical-path-top-cell-by-count sky130_fd_sc_hd__fa_2
qor: logic_synthesis.yosysCellCount 4818
qor: power_and_ir_drop.combinationalPowerShare 1.000
qor: setup_path.crit_required 244400 ps
qor: final_timing.timing.final.hold_violations 0
qor: place.place_area 0.06753 mm^2
qor: finish.layout.cells.most_common_list 1916 x sky130_fd_sc_hd__buf_4, 1129 x sky130_fd_sc_hd__clkdlybuf4s50_1, 776 x sky130_fd_sc_hd__inv_1
qor: logic_synthesis.cells_after_synthesis 4818
qor: setup_path.arrival 316950 ps
qor: global_routing.grt_overflow 0
qor: setup_path.worst_path_max_delay_cell sky130_fd_sc_hd__or4b_4
qor: finish.area_growth_syn_to_layout 95.19%
qor: power_and_ir_drop.cellLeakagePower 33.96 nW
qor: place.place.detailed.instances 10245
qor: drt.route.vias.total 47293
qor: drt.drt-vias-per-instance 4.436
qor: power_and_ir_drop.seq_power_share 0
qor: logic_synthesis.yosys.cell_types.count 54
qor: flow_run.timing.max_cap.violations 0
qor: drt.drt_iter0_markers 2116
qor: finish.drive_gt1_frac 0.4470
qor: setup_path.start_kind input port
qor: final_timing.fmaxAchievable 0.002645 GHz
qor: global_routing.first_global_vias 44857
qor: floorplanning.boundaryPins 1202
qor: power_and_ir_drop.intPower 0.0003076 W
qor: finish.seq_cells 0
qor: place.post-dp-hpwl 192400 um
qor: final_timing.worst_slack_setup_final -72550 ps
qor: place.place_congestion 0.9929
qor: setup_path.critical_path.max_fanout 6
qor: drt.detailedRoute.firstPassIterationCount 5
qor: final_timing.final_critical_period 378050 ps
qor: finish.num-fill-cells 19514
qor: power_and_ir_drop.power_switching_share 0.4506
qor: finish.post_layout_nonfiller_instances 10661
qor: logic_synthesis.ys_seq_share 0
qor: global_routing.grt_pass1_wl 295900 um
qor: final_timing.setup-tns-final -4221530 ps
qor: worst_hold_path.worstHoldPathType input port to output port
qor: drt.ant_nets 0
qor: floorplanning.fp_util 0.1901
qor: logic_synthesis.synth-warning-count 0
qor: finish.most_common_library_cell_in_the_layout_ignoring_fill_and_taps sky130_fd_sc_hd__buf_4
qor: final_timing.finalSetupViolCount 115
qor: drt.drc 0
qor: finish.num-clock-buffers 0
qor: power_and_ir_drop.power.density 7.456 mW/mm^2
qor: setup_path.cp_capture_type output port
qor: logic_synthesis.synth_area_per_cell 7.985 um^2
qor: place.io_buffers 1202
qor: final_timing.worst-slew-pin-transition 819.2 ps
qor: logic_synthesis.area_of_the_mapped_netlist 0.03847 mm^2
qor: floorplanning.row_count 165
qor: floorplanning.chip_area 0.2218 mm^2
qor: place.place_worst_setup_slack -87080 ps
qor: power_and_ir_drop.clkPwrFrac 0
qor: global_routing.grt_start_max_net_pins 8
qor: setup_path.crit_type input port to output port
qor: final_timing.final.period_utilization 1.237
qor: final_timing.worst_slew_margin_rel 0.4382
qor: global_routing.antenna_violations_before_repair 76
-- synth_stat cells, types with 65 or more instances --
library cell / n / area [um^2]
sky130_fd_sc_hd__xnor2_1: 327 / 2864
sky130_fd_sc_hd__mux2i_1: 100 / 1001
sky130_fd_sc_hd__a21oi_1: 286 / 1431
sky130_fd_sc_hd__fa_1: 200 / 4004
sky130_fd_sc_hd__a211oi_1: 129 / 968.4
sky130_fd_sc_hd__ha_1: 698 / 8733
sky130_fd_sc_hd__o21bai_1: 90 / 675.7
sky130_fd_sc_hd__nor2_1: 234 / 878.3
sky130_fd_sc_hd__inv_1: 926 / 3476
sky130_fd_sc_hd__xor2_1: 110 / 963.4
sky130_fd_sc_hd__nand2b_1: 178 / 1114
sky130_fd_sc_hd__o21ai_0: 241 / 1206
sky130_fd_sc_hd__a221oi_1: 65 / 569.3
sky130_fd_sc_hd__o22ai_2: 65 / 813.3
sky130_fd_sc_hd__nor3_1: 90 / 450.4
sky130_fd_sc_hd__nand3_1: 165 / 825.8
-- layer usage --
layer	wire length (um)	track usage	vias up
met3	20910	0.07226	172
met1	90200	0.2282	22474
met4	4697	0.03042	28
met2	97050	0.2922	1226
met5	186	0	-
li1	-	-	23393
-- area by class of cell --
class	count	area, um^2	area share
multi-input combinational	3889	41480	0.5525
timing repair buffer	3137	26680	0.3553
inverter	929	3495	0.04654
tap	2672	3343	0.04452
antenna	34	85.08	0.001133
-- metrics by stage --
| stage | power (W) | utilization |
|---|---|---|
| floorplan | 0.0001971 | - |
| global placement | 0.0004973 | 0.3338 |
| detailed placement | 0.0004981 | 0.3338 |
| CTS | 0.0005139 | 0.3412 |
| global route | 0.0006106 | 0.3710 |
| finish | 0.0005599 | 0.3711 |
-- repair_timing --
item | in CTS | in global routing
buffers inserted | 92 | 291
resized | 328 | 1080
hold endpoints to repair | 0 | 0
setup endpoints to repair | 132 | 144
hold buffers | 0 | 0
pin swaps | 175 | 737
-- worst paths after layout --
kind | startpoint | endpoint | slack (ps) | cells after the start
max | a[0] | cout | -72550 | 2333
min | a[340] | sum[340] | 123110 | 4
-- cells by family after synthesis --
kind of cell             count (synthesis)  synth area share
AND-OR/OR-AND                         1337            0.2688
XOR/XNOR                               437           0.09949
adder cells (fa/ha/maj)                898            0.3311
buffers and inverters                  929           0.09064
multiplexers                           137           0.03685
AND/OR/NAND/NOR                       1080            0.1731
-- critical path, delay by kind of cell --
| kind | cells | cell delay (ps) |
|---|---|---|
| buffers and inverters | 319 | 26970 |
| AND-OR/OR-AND | 705 | 131260 |
| multiplexers | 2 | 360 |
| AND/OR/NAND/NOR | 427 | 79140 |
| XOR/XNOR | 276 | 40730 |
| adder cells (fa/ha/maj) | 604 | 151960 |
-- power groups by stage --
stage                 Sequential (W)  Combinational, W         Clock, W
after CTS                          0          0.000514                0
final                              0          0.000560  0.0000000000144
after global routing               0          0.000611  0.0000000000110
Power and IR drop assume default switching activity.
