==> flow/design.v <==
module Mux256to1v( 
    input [1023:0] in,
    input [7:0] sel,
    output [3:0] out );
    assign out = in[sel*4 +: 4];
endmodule
==> flow/run.sh <==
#!/bin/bash
# OpenROAD 26Q1-2900-gdf79404cd8, Yosys 0.63+post, stock flow scripts
make -C /OpenROAD-flow-scripts/flow DESIGN_CONFIG=/design/flow/config.mk WORK_HOME=/design/flow/orfs finish
==> flow/config.mk <==
export PLATFORM = sky130hd
export DESIGN_NAME = Mux256to1v
export DESIGN_NICKNAME = Mux256to1v
export VERILOG_FILES = /design/flow/design.v
export SDC_FILE = /design/flow/constraint.sdc
export NUM_CORES = 4
export LEC_CHECK = 1
export CORE_AREA = 10 10 399 399
export DIE_AREA = 0 0 409 409
==> flow/constraint.sdc <==
current_design Mux256to1v

set clk_period 7.5
set clk_io_pct 0.2

create_clock -name clk0 -period $clk_period

set non_clock_inputs [all_inputs -no_clocks]
set_input_delay [expr $clk_period * $clk_io_pct] -clock clk0 $non_clock_inputs
set_output_delay [expr $clk_period * $clk_io_pct] -clock clk0 [all_outputs]
==> deck_impl_summary.md <==
Key Metrics from the Run

Worst hold path
  • HP Start: sel[3]
  • HP Class: in -> out

Placement
  • PortBufs: slightly above 1,000
  • HPWL after detailed placement: 105 mm
  • DP Area: 21,400 µm²
  • Gpl congestion: 1.02
  • Placed Cells: 3,801
  • Setup WS pre-CTS: 0.308 ns

Route
  • Wire per inst: slightly above 30 µm
  • Post-Route WL: ~120 mm
  • Vias per std cell: between 3 and 4
  • Initial DRC count: 762
  • Post-route ant nets: 0
  • Via count: between 10,000 and 15,000
  • DR pass1 iterations: 5
  • DR DRC count: 0

Power
  • LEAKAGE: between 7 and 8 nW
  • Tot Pwr: 1.27 mW
  • Worst IR Drop VDD: between 0.00002 and 0.00003 V
  • Power per cell area: a little under 60 nW/µm²

Flow run
  • Log Warnings: 32
  • Maximum Capacitance Violations: 0

Final timing
  • Max Fclk: 146 MHz
  • Setup TNS Final: 0 ns
  • Worst-margin pin slew: roughly 1 ns
  • Slew Viols, Final: 0
  • Relative slew slack: 31.8%
  • Final worst setup slack: 0.630 ns
  • Min Tclk post-route: 6.87 ns
  • Endpoints failing setup: 0
  • Final Cycle Share: 91.6%
  • Final Hold Slack: 4.23 ns
  • RSZ-0062 raised after global routing: no
  • Final hold vios: 0

Finish
  • # clk buffers: 0
  • Flop count: 0
  • Register area: 0 µm²
  • Non-filler cells, final: 3,807
  • Core Util, Final: 14.2%
  • Fillers: 16,900
  • Final instance area: 21,400 µm²
  • Logic area: 7950 µm²
  • Share of layout cells above drive strength 1: 15.9%
  • Syn-to-layout area delta: 148%

Synthesis
  • Max-area cell share: 48.4%
  • Synth area leader: mux4_2
  • Mapped Area: 8610 µm²
  • Register area share after synthesis: 0%
  • Mapped Avg Cell Area: roughly 11 µm²
  • Main area contributors: mux4_2 (48%), mux2i_1 (16%), a22oi_1 (4.0%)
  • Top-count cell post-synth: mux4_2
  • Post-Syn Instances: 794
  • Area reported by Yosys stat: 8610 µm²
  • Top post-synthesis cells by count: mux4_2 (185), mux2i_1 (139), a22oi_1 (46)
  • Yosys warns: 0
  • Cell count in the Yosys report: 794
  • Distinct lib cells: 49

Die
  • Die height: 409 µm
  • Std-Cell Rows: around 140
  • Io pins: 1,036
  • Die W: around 410 µm
  • Initial Util: ~5.7%
  • Die area: 167,000 µm²
  • Core Region: 150,000 µm²

Global routing
  • Largest net degree at the start of global routing: 91
  • Initial antenna violation count: 32
  • Gr usage total: 13.2%
  • Vias in the first global route: 14,000
  • Global-route wire length before repair: 145 mm
  • Grt total ovfl: 0

Worst setup path
  • Worst-path fanout max: roughly 63
  • Element type at the critical path end: output port
  • Max incr delay on CP: 0.62 ns
  • Crit path max-delay cell type: nor3_1
  • CP startpoint: sel[1]
  • Critical Path RT: 6.00 ns
  • Worst Setup Path Type: in -> out
  • Worst setup SP type: primary input
  • Critical path data arrival time: approximately 5.4 ns
  • Crit path cell chain: buf_8 -> buf_12 -> nand2_2 -> buf_4 -> o221ai_1 -> a21oi_1 -> nor3_1 -> nor4_1 -> buf_4 -> o211ai_1 -> buf_12

Clock network
  • Hold-fix buffer count after cts: 0
  • PostCTS Resize Cnt: 0
  • Postcts setup bufs: 0

Outcome
  • Status: complete, no violations
[cells in the final DEF, fill, tap and decap left out, types with 8 or more instances in the layout]
| master | count |
|---|---|
| nand2b_1 | 10 |
| nor3_1 | 29 |
| mux2i_1 | 139 |
| a22oi_1 | 46 |
| mux2_2 | 8 |
| o21ai_0 | 13 |
| and2_1 | 9 |
| nor2b_1 | 10 |
| nor2_1 | 17 |
| a211oi_1 | 23 |
| o221ai_1 | 21 |
| clkdlybuf4s50_1 | 1027 |
| a21oi_1 | 40 |
| o22ai_1 | 34 |
| a31oi_1 | 12 |
| buf_4 | 56 |
| mux4_2 | 185 |
| nand2_1 | 19 |
[cell type report]
| cell class | count | area share [%] |
|---|---|---|
| inverters | 2 | 0.0468 |
| diodes | 6 | 0.0702 |
| repair buffers | 1095 | 50.9 |
| well taps | 2016 | 11.8 |
| multi-input cells | 688 | 37.2 |
[worst max-delay path, delay by kind of cell]
kind | cells | cell delay, ns
buffers and inverters | 5 | 1.47
AND/OR/NAND/NOR | 3 | 1.40
AND-OR/OR-AND | 3 | 0.88
[power breakdown]
part | leakage [nW] | internal, mW | total (mW) | switching (mW)
sequential | 0 | 0 | 0 | 0
combinational | 7.00 | 0.757 | 1.27 | 0.514
clock | 0.0000365 | 0.0000000398 | 0.0000000399 | 0
total | 7.00 | 0.757 | 1.27 | 0.514
[path summary, 6_finish.rpt]
| check | endpoint | slack [ns] | cells past startpoint |
|---|---|---|---|
| setup / recovery | out[3] | 0.63 | 11 |
| hold / removal | out[0] | 4.23 | 6 |
[routing by layer]
layer	vias up	global-route usage [%]	wire, µm
li1	5482	-	-
met1	6353	17.0	46900
met2	759	23.4	58800
met3	75	2.93	8050
met4	12	1.45	1660
met5	-	0	71
[kinds of logic after synthesis]
group	count (synthesis)	share of synthesized area, %
AND-OR/OR-AND	224	18.2
buffers and inverters	106	7.99
multiplexers	333	65.8
AND/OR/NAND/NOR	131	8.09
Power and IR drop assume default switching activity.
