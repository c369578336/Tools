`flow/run.sh`:
```
#!/bin/bash
# OpenROAD 26Q1-2900-gdf79404cd8, Yosys 0.63+post, stock flow scripts
make -C /OpenROAD-flow-scripts/flow DESIGN_CONFIG=/design/flow/config.mk WORK_HOME=/design/flow/orfs finish
```
`flow/config.mk`:
```
export PLATFORM = sky130hd
export DESIGN_NAME = twelve_hour_clk
export DESIGN_NICKNAME = twelve_hour_clk
export VERILOG_FILES = /design/flow/design.v
export SDC_FILE = /design/flow/constraint.sdc
export NUM_CORES = 4
export LEC_CHECK = 1
export CORE_AREA = 10 10 94 94
export DIE_AREA = 0 0 104 104
```
`flow/constraint.sdc`:
```
current_design twelve_hour_clk

set clk_period 4.4
set clk_io_pct 0.2

create_clock -name clk0 -period $clk_period [get_ports {clk}]

set non_clock_inputs [all_inputs -no_clocks]
set_input_delay [expr $clk_period * $clk_io_pct] -clock clk0 $non_clock_inputs
set_output_delay [expr $clk_period * $clk_io_pct] -clock clk0 [all_outputs]
```
`flow/design.v`:
```
`timescale 1ns / 1ps
`timescale 1ns / 1ps
module twelve_hour_clk(
    input clk,
    input reset,
    input ena,
    output reg pm,
    output [7:0] hh,
    output [7:0] mm,
    output [7:0] ss); 
    wire flag;
    assign flag =((hh[7:4]==1)&(hh[3:0]==1)&(mm[7:4]==5)&(mm[3:0]==9)&(ss[7:4]==5)&(ss[3:0]==9));
    always @(posedge clk )
    begin
        if (clk)
            if (reset )
                pm=0;
                else if (flag)
                    pm=~pm;
    end
    wire load_hh;
    wire ena_hh;
    decadehh u_hh(
    .clk                     ( clk      ),
    .reset                   ( reset    ),
    .enable                  ( ena_hh   ),
    .load                    ( load_hh   ),
    .d                        ( 4'd0   ),
    .q                       ( hh[7:4]        )
    );
    assign  load_hh= (hh[7:4]==1)&(hh[3:0]==2)&(mm[7:4]==5)&(mm[3:0]==9)&(ss[7:4]==5)&(ss[3:0]==9);
    assign  ena_hh= ((hh[3:0]==9)&(mm[7:4]==5)&(mm[3:0]==9)&(ss[7:4]==5)&(ss[3:0]==9))|((hh[7:4]==1)&(hh[3:0]==2)&(mm[7:4]==5)&(mm[3:0]==9)&(ss[7:4]==5)&(ss[3:0]==9))&ena;
    wire ena_hl;
    decadehl u_hl(
    .clk                     ( clk      ),
    .reset                   ( reset    ),
    .enable                  ( ena_hl   ),
    .load                    ( load_hh   ),
    .d                        ( 4'd1   ),
    .q                       ( hh[3:0]        )
    );
    assign  ena_hl= (mm[7:4]==5)&(mm[3:0]==9)&(ss[7:4]==5)&(ss[3:0]==9)&ena;
    wire ena_mh;
    wire load_mh;
    decade u_mh(
    .clk                     ( clk      ),
    .reset                   ( reset    ),
    .enable                  ( ena_mh   ),
    .load(load_mh),
    .d(4'd0),
    .q                       ( mm[7:4]        )
    );
    assign  ena_mh= (mm[3:0]==9)&(ss[7:4]==5)&(ss[3:0]==9)&ena;
    assign load_mh = (mm[7:4]==5)&(mm[3:0]==9)&(ss[7:4]==5)&(ss[3:0]==9);
    wire ena_ml;
    decade u_ml(
    .clk                     ( clk      ),
    .reset                   ( reset    ),
    .enable                  ( ena_ml   ),
    .q                       ( mm[3:0]        )
    );
    assign  ena_ml= (ss[7:4]==5)&(ss[3:0]==9)&ena;
    wire ena_sh;
    wire load_sh;
    decade u_sh(
    .clk                     ( clk      ),
    .reset                   ( reset    ),
    .enable                  ( ena_sh   ),
    .load(load_sh),
    .d(4'd0),
    .q                       ( ss[7:4]        )
    );
    assign  ena_sh= (ss[3:0]==9)&ena;
    assign load_sh = (ss[7:4]==5)&(ss[3:0]==9);
    wire ena_sl;
    decade u_sl(
    .clk                     ( clk      ),
    .reset                   ( reset    ),
    .enable                  ( ena   ),
    .q                       ( ss[3:0]        )
    );
endmodule
module decade (
    input clk,
    input reset,       
    input enable,
    input load,
    input [3:0] d,
    output reg [3:0] q);
    always @(posedge clk ) begin
        if (clk) begin
            if (reset)begin
                q=4'b0000;
            end
            else if (enable)
                if (load)
                    q=d;
                    else if (q==9)
                    q=0;
                    else q=q+1;
        end
    end
endmodule
module decadehh (
    input clk,
    input reset,       
    input enable,
    input load,
    input [3:0] d,
    output reg [3:0] q);
    always @(posedge clk ) begin
        if (clk) begin
            if (reset)begin
                q=4'b0001;
            end
            else if (enable)
                if (load)
                    q=d;
                    else if (q==9)
                    q=0;
                    else q=q+1;
        end
    end
endmodule
module decadehl (
    input clk,
    input reset,       
    input enable,
    input load,
    input [3:0] d,
    output reg [3:0] q);
    always @(posedge clk ) begin
        if (clk) begin
            if (reset)begin
                q=4'b0010;
            end
            else if (enable)
                if (load)
                    q=d;
                    else if (q==9)
                    q=0;
                    else q=q+1;
        end
    end
endmodule
```
==> results_slide.txt <==
Flow Results at a Glance

Global route
  • First-pass GRT wire length: approximately 6.0 mm
  • Total gr overflow: 0
  • Largest net degree at the start of global routing: 26
  • Initial antenna violation count: 0
  • Vias in the first global route: approximately 1.2k
  • Gr usage total: around 6.5%

Floorplan
  • Core region area: roughly 0.007 mm2
  • Top Ports: 28
  • Die Area: 0.0108 mm2
  • Die Ht: 104 um
  • Die width: around 100 um
  • Num rows: 30
  • Fp_density: 20.1%

Final timing
  • Setup TNS Final: 0 ps
  • WHS: roughly 490 ps
  • Slew at the pin with the worst max-slew slack: 735 ps
  • Post-layout period usage: around 60%
  • Unrepaired setup endpoints after global routing: false
  • Slew Viols, Final: 0
  • Min Tclk post-route: around 2600 ps
  • Max Clk Rate: about 380 MHz
  • Skew final: between 3 and 4 ps
  • Max-slew headroom: roughly 50%
  • Final setup violation count: 0
  • Fin. Hold Viols: 0

Clocking
  • Clk root buf: clkbuf_8
  • Post-CTS setup buffer count: 0
  • Longest Clk Path Bufs: 2
  • CTS sink count: 25
  • Worst-path clk slew: 90 ps
  • Late-Pin Clk Latency: 270 ps
  • H-tree Lvls: 1
  • Cts bufs inserted: 3
  • CTS tree: done
  • Resize count post-CTS: 0
  • Hold buffers post-CTS: 0

Setup path
  • CP max stage delay: approximately 720 ps
  • CP startpoint kind: input port
  • Critical Path Sink Type: flip-flop
  • WS Path Type: input port to flip-flop
  • Reg2Reg Launch Point: u_sl.q[0]
  • Reg-to-reg slack, setup: roughly 2300 ps
  • R2r worst-path depth: 4
  • Critical Path Fanout Max: 12
  • Reg2reg end: u_mh.q[3]
  • Crit path DAT: between 2000 and 3000 ps
  • Worst-path cell chain: clkdlybuf4s50_1, nand3_1, or4_1, a211oi_1
  • Worst Path Required: about 4600 ps
  • Worst path slowest cell: clkdlybuf4s50_1

Pwr
  • Worst VDD drop: between 100 and 150 uV
  • Pwr per Cell Area: roughly 220 mW/mm2
  • Pwr Total: roughly 0.40 mW
  • Leak: approximately 0.54 nW

Place
  • Hpwl dp: between 2 and 3 mm
  • IO Port Bufs: 27
  • Routability congestion estimate: ~0.8
  • DP Cell Count: between 200 and 300

Yosys
  • Top-area cell type share of the netlist area: between 30 and 40%
  • Yosys stat chip area: ~0.0014 mm2
  • Yosys Instances: between 150 and 200
  • Synth Warn #: 14
  • Area leader, netlist: dfxtp_1
  • Ys flops: 25
  • Mapped Area: between 0.001 and 0.0015 mm2
  • Synth Seq Share: between 30% and 40%
  • Avg Cell Area, Syn: 8.49 um2
  • Distinct lib cells used: ~45
  • Synthesized netlist cell count: ~160
  • Top cells by area: dfxtp_1, a21oi_1, nand2_1

Drt
  • Via-to-Cell Ratio: between 4 and 5
  • DR iter-0 viols: a little under 60
  • Final WL: 3.56 mm
  • Via count: about 1.3k
  • DRC: 0
  • 1st-pass router iterations: 3
  • WL/cell: between 10 and 15 um
  • Antenna-violating nets left: 0
  • Diodes inserted: 0

Hold path
  • Hold depth: 2
  • Worst hold path startpoint: pm
  • Hold Path End: pm
  • HP Class: flip-flop to flip-flop

Job
  • OpenROAD warning count: 26
  • Maxcap violations: 0

Layout
  • Non-filler cells, final: around 280
  • P&R area growth vs syn: 30.5%
  • Filler cells: 758
  • Most numerous logic cell after layout: clkdlybuf4s50_1
  • Share of post-route cells with drive strength above 1: under 10%
  • Most frequent cells in the layout: clkdlybuf4s50_1, dfxtp_1, nand2_1, a21oi_1

Status
  • Outcome: complete, no violations
[how the worst max path moves through the flow]
stage,from,end,slack [ps],cells after the start
finish,ena,u_mh.q[3],1750,4
global route,ena,u_mh.q[3],1620,4
CTS,ena,u_mh.q[3],1800,4
[cell type report]
| class | count | area (um2) | share of cell area, % |
|---|---|---|---|
| Clock inverter | 1 | 5.00 | 0.279 |
| Timing Repair Buffer | 28 | 278 | 15.5 |
| Clock buffer | 3 | 41.3 | 2.30 |
| Sequential cell | 25 | 500 | 27.9 |
| Tap cell | 96 | 120 | 6.69 |
| Multi-Input combinational cell | 124 | 823 | 45.9 |
| Inverter | 7 | 26.3 | 1.46 |
[synthesized netlist by cell type, drive strengths merged]
master	count
nand2	14
o21a	1
nand4bb	1
or4	4
nor2	8
nor4bb	2
nand4	4
o32ai	1
a41oi	1
nor3b	3
o2111ai	1
a211o	1
nand2b	3
and4	1
clkbuf	3
and2	1
or3	4
a311oi	1
a2111oi	1
xor2	4
ha	2
nand3	7
o21ai	6
and3	1
nor4b	2
o22ai	1
xnor2	1
mux2i	4
buf	3
a31oi	2
and4bb	3
o31ai	6
a21oi	11
nor2b	8
a211oi	2
o221ai	1
nand3b	3
o41ai	2
inv	7
nor4	1
dfxtp	25
o211ai	1
nor3	4
[sequential cells by signal, indices dropped and copies added, names as in the netlist]
register / flops
u_hh.q: 4
u_hl.q: 4
u_mh.q: 4
u_ml.q: 4
u_sh.q: 4
u_sl.q: 4
pm: 1
[logic make-up after synthesis]
family                   Yosys count  share of synthesized area, %
multiplexers                       4                          2.91
AND/OR/NAND/NOR                   74                          32.8
flip-flops                        25                          36.4
AND-OR/OR-AND                     39                          19.2
adder cells (fa/ha/maj)            2                          1.82
buffers and inverters             13                          3.73
XOR/XNOR                           5                          3.18
[critical path, delay by kind of cell]
kind / cells / cell delay, ps
buffers and inverters: 1 / 720
AND-OR/OR-AND: 1 / 230
AND/OR/NAND/NOR: 2 / 1000
[layer usage]
metal | share of wire (%) | routed length [um] | GRT usage (%) | vias to the layer above
li1 | - | - | - | 669
met1 | 53 | 1880 | 9.46 | 593
met2 | 42 | 1480 | 9.59 | 20
met3 | 5.2 | 186 | 2.13 | 2
met4 | 0.36 | 13 | 0.199 | 0
met5 | 0 | 0 | 0 | -
[stage by stage]
step,utilization (%),worst slack (ps),instance area [um2]
global route,26.3,1620,1790
CTS,26.3,1800,1790
finish,26.3,1750,1790
floorplan,-,2490,1380
detailed placement,25.6,1520,1750
global placement,25.6,1580,1750
[report_power, final]
group | internal [mW] | leakage, nW | switching [mW] | total (mW)
Combinational | 0.0115 | 0.318 | 0.0118 | 0.0233
Clock | 0.0634 | 0.0255 | 0.0773 | 0.141
Sequential | 0.229 | 0.202 | 0.00523 | 0.234
Total | 0.304 | 0.545 | 0.0944 | 0.398
Power and IR drop assume default switching activity.
